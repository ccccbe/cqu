## flow/run.sh

```bash
#!/bin/bash
# OpenROAD 26Q1-2900-gdf79404cd8, Yosys 0.63+post, stock flow scripts
make -C /OpenROAD-flow-scripts/flow DESIGN_CONFIG=/design/flow/config.mk WORK_HOME=/design/flow/orfs finish
```

## flow/design.v

```verilog
`timescale 1ns / 1ps
module hilo_reg(
	input  wire clk,rst,
	input  wire [1:0] we,
	input  wire [31:0] hi_i,lo_i,
	output wire [31:0] hi_o,lo_o
    );
	reg [31:0] hi, lo;
	always @(negedge clk) begin
		if(rst) begin
			hi <= 0;
			lo <= 0;
		end else if (we==2'b11) begin
			hi <= hi_i;
			lo <= lo_i;
		end else if (we==2'b10) begin
			hi <= hi_i;
		end else if (we==2'b01) begin
			lo <= lo_i;
		end
	end
	assign hi_o = hi;
	assign lo_o = lo;
endmodule
```

## flow/config.mk

```make
export PLATFORM = sky130hd
export DESIGN_NAME = hilo_reg
export DESIGN_NICKNAME = hilo_reg
export VERILOG_FILES = /design/flow/design.v
export SDC_FILE = /design/flow/constraint.sdc
export NUM_CORES = 4
export LEC_CHECK = 1
export CORE_UTILIZATION = 50
```

## flow/constraint.sdc

```tcl
current_design hilo_reg

set clk_period 1.0
set clk_io_pct 0.2

create_clock -name clk0 -period $clk_period [get_ports {clk}]

set non_clock_inputs [all_inputs -no_clocks]
set_input_delay [expr $clk_period * $clk_io_pct] -clock clk0 $non_clock_inputs
set_output_delay [expr $clk_period * $clk_io_pct] -clock clk0 [all_outputs]
```

==> impl_metrics.json <==
{
  "gr-total-overflow": 0,
  "ys_chip_area_mm2": 0.00234,
  "ys.flop_type": "dfxtp_1",
  "grt_util_all_layers": 0.322,
  "portBuffers": 131,
  "syn-mean-instance-area_um2": 11.3,
  "crit_chain": "buf_2",
  "edf_count": 0,
  "power.switching_mw": 2.46,
  "cts_tree": "yes",
  "power.leakage_nw": 2.42,
  "drt_pass1_iterations": 4,
  "yosys.cell_types.count": 9,
  "rows": 24,
  "whs_ns": 0.475,
  "synth_flops": 64,
  "detail-route-antenna-nets": 0,
  "cts_buffer_depth": 2,
  "endpoint_kind": "output pin",
  "antenna_found_initial": 0,
  "critPathKind": "reg -> out",
  "yosysTopAreaCell": "dfxtp_1",
  "failed_checks": "negative setup slack",
  "syn_area_mm2": 0.00234,
  "grt_start_max_net_pins": 29,
  "p_seq_frac": 0.378,
  "slowest_stage": "dfxtp_2",
  "hold_path.class": "reg -> reg",
  "numCtsBuffers": 9,
  "routed_wl_mm": 8.17,
  "die_h_um": 70.4,
  "grt_pass1_vias": 2463,
  "rsz0062_at_grt": "yes",
  "path_clk_slew_ns": 0.13,
  "dieArea_mm2": 0.00496,
  "critPathTopFamily": "flip-flops",
  "synth_top_area_share": 0.547,
  "syn_inst": 208,
  "hold_violations": 0,
  "slew_headroom": 0.785,
  "cp_slowest_stage_delay_ns": 0.37,
  "hpwl_mm": 3.72,
  "root_buffer": "clkbuf_8",
  "clkPwrFrac": 0.505,
  "top_cells_by_area": "dfxtp_1 (55%), mux2i_1 (27%), nor2_1 (10%), buf_12 (5.1%), buf_6 (0.96%)",
  "gp_congestion": 0.793,
  "worstPathMaxFanout": 2,
  "async_flop_share": 0,
  "internal-power_mw": 5.01,
  "worst_ep_required_time_ns": 0.80,
  "critPathBufInv": 1,
  "top_cells_by_count": "dfxtp_1 (64), mux2i_1 (64), nor2_1 (64), buf_12 (6), clkbuf_1 (4)",
  "drt_iter0_markers": 85,
  "setup_viol": 71,
  "fp_util": 0.530,
  "cp-start-kind": "register",
  "htreeDepth": 3,
  "peakVddDrop_v": 0.00145,
  "yosys_warnings": 1,
  "routedWlPerCell_um": 17.2,
  "ys_seq_frac": 0.547,
  "dr_total_vias": 2334,
  "cap_violations": 0,
  "drc_errors": 0,
  "status": "finished, violations left",
  "finalMaxSlewViolations": 0,
  "vias_per_cell": 4.92,
  "setup_ws_ns": -0.649,
  "log.warning_count": 94,
  "diodes": 0,
  "arrival_ns": 1.45,
  "numClockSinks": 64,
  "ioPinCount": 132,
  "grt_pass1_wl_mm": 11.8,
  "ys_cells": 208,
  "p_comb_frac": 0.117,
  "die_w_um": 70.4,
  "power_density_mw_per_mm2": 1830,
  "place_ws_ns": -0.518,
  "syn_to_final_growth_pct": 74.3,
  "swShare": 0.329,
  "tightestPinTransition_ns": 0.313,
  "clock_latency_ns": 0.39,
  "layout-drive-gt1-share": 0.400,
  "skew_ns": 0,
  "coreArea_mm2": 0.00441
}
==> cells in the final DEF, fill, tap and decap left out <==
master and instances:
buf_6 1, dlymetal6s2s_1 13, buf_16 5, mux2i_1 58, clkinv_4 1, dlygate4sd2_1 49
mux2i_4 1, buf_4 7, clkdlybuf4s50_1 2, mux2i_2 5, buf_2 65, buf_8 1
clkbuf_8 9, nor2_1 64, inv_1 67, buf_12 7, bufinv_16 2, dfxtp_2 64
clkinvlp_2 1
==> per-stage QoR <==
| stage | utilization | power (mW) | instance area (um^2) | std cells | setup TNS [ns] |
|---|---|---|---|---|---|
| floorplan | - | 3.55 | 2370 | 208 | -15.84 |
| detailed placement | 0.827 | 4.12 | 3650 | 384 | -55.84 |
| global route | 0.925 | 7.90 | 4080 | 474 | -35.13 |
| global placement | 0.827 | 4.11 | 3650 | 384 | -54.95 |
| finish | 0.925 | 7.46 | 4080 | 474 | -32.96 |
| CTS | 0.910 | 7.30 | 4020 | 471 | -32.81 |
==> state kept, by name, indices dropped and copies added, names as in the netlist <==
signal	flops
hi	32
lo	32
==> cell type report <==
type,instances,area (um^2)
fillers,169,333
repair buffers,150,1290
clock inverters,71,325
multi-input cells,128,912
flip-flops and latches,64,1360
clock buffers,9,124
well taps,52,65.1
==> per-layer routing <==
layer	track usage	up-vias	part of all wire
met5	0	-	0
li1	-	1109	-
met2	0.476	120	0.48
met1	0.427	1099	0.42
met3	0.162	6	0.095
met4	0.0933	0	0.0086
==> timing repair <==
action                                 CTS  global route
setup buffers                            3             3
endpoints found under the hold margin    0             0
hold buffers                             0             0
gates cloned                             5             0
pin swaps                               40            14
gates resized                          327            16
setup endpoints to repair              114            79
==> power by group through the flow <==
stage | sequential (mW) | clock, mW | combinational [mW]
after CTS | 2.82 | 3.64 | 0.845
after global routing | 2.83 | 4.15 | 0.921
final | 2.82 | 3.77 | 0.871
==> cells by family after synthesis <==
group	after synthesis	share of synthesized area
DFF	64	0.547
and+or+nand+nor	64	0.103
muxes	64	0.274
buffers and inverters	16	0.0764
==> worst paths after layout <==
kind,startpoint,to,slack (ns),cells after the start
max,hi[23],hi_o[23],-0.65,1
min,lo[24],lo[24],0.48,2
max reg2reg,lo[31],lo[31],0.14,2
min reg2reg,lo[24],lo[24],0.48,2
Power and IR drop assume default switching activity.
